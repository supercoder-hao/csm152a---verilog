**flow/design.v**
```verilog
`timescale 1ns / 10ps
module memory(
    input clk_100M,
    input rst,
    input str,
    input [7:0] sw,
    input debug,
    input entr,
    input bld,
    output reg [3:0] an,
    output reg [6:0] seg,
    output reg [15:0] led,
    output wire out,
    output o_shutdown_n,
    output o_gain,
    output o_connect_n
    );
    assign	o_shutdown_n = 1'b1;
    assign  o_connect_n = 1'b1;
    assign  o_gain = 1'b1;
    reg [31:0] counter;
    reg [3:0] seconds;
    wire [14:0] random;
    wire chk1, chk2, db0;
    wire rst_clean;
    wire chk3, chk4, db1;
    wire str_clean;
    wire chk5, chk6, db2;
    wire entr_clean;
    wire chk7, chk8, db3;
    wire bld_clean;
    reg [31:0] pause_counter, pause_counter2;
    reg enable;
    reg enable1, enable2, enable3, enable4, enable5;
    reg [7:0] sound_sel;
    reg [2:0] level = 1;
    reg [7:0] sequence_1 = 0;
    reg [15:0] sequence_2 = 0;
    reg [23:0] sequence_3 = 0;
    reg [31:0] sequence_4 = 0;
    reg [39:0] sequence_5 = 0;
    reg [7:0] in_sw1 = 0;
    reg [15:0] in_sw2 = 0;
    reg [23:0] in_sw3 = 0;
    reg [31:0] in_sw4 = 0;
    reg [39:0] in_sw5 = 0;
    reg cleared1;
    reg [3:0] bld_cnt = 0;
    always@(posedge clk_100M) begin
        counter <= counter + 1;
        if (counter == 9999999)
            counter <= 0;
    end
    assign random = {counter[7]^counter[5], counter[6]^counter[4], counter[5]^counter[3], 
                     counter[4]^counter[2], counter[3]^counter[1], counter[2]^counter[0],
                     counter[5]^counter[3], counter[7]^counter[5], counter[6]^counter[4],
                     counter[7]^counter[4], counter[6]^counter[3], counter[5]^counter[2],
                     counter[4]^counter[1], counter[3]^counter[0], counter[2]^counter[7]};
    always @(posedge clk_100M) begin
        if (str_clean || rst_clean || regen) begin
            case(random[2:0])
                3'b000: sequence_1 <= 8'b00000001;
                3'b001: sequence_1 <= 8'b00000010;
                3'b010: sequence_1 <= 8'b00000100;
                3'b011: sequence_1 <= 8'b00001000;
                3'b100: sequence_1 <= 8'b00010000;
                3'b101: sequence_1 <= 8'b00100000;
                3'b110: sequence_1 <= 8'b01000000;
                3'b111: sequence_1 <= 8'b10000000;
            endcase
            case(random[5:3])
                3'b000: sequence_2 <= {sequence_1, 8'b00000001};
                3'b001: sequence_2 <= {sequence_1, 8'b00000010};
                3'b010: sequence_2 <= {sequence_1, 8'b00000100};
                3'b011: sequence_2 <= {sequence_1, 8'b00001000};
                3'b100: sequence_2 <= {sequence_1, 8'b00010000};
                3'b101: sequence_2 <= {sequence_1, 8'b00100000};
                3'b110: sequence_2 <= {sequence_1, 8'b01000000};
                3'b111: sequence_2 <= {sequence_1, 8'b10000000};
            endcase
            case(random[8:6])
                3'b000: sequence_3 <= {sequence_2, 8'b00000001};
                3'b001: sequence_3 <= {sequence_2, 8'b00000010};
                3'b010: sequence_3 <= {sequence_2, 8'b00000100};
                3'b011: sequence_3 <= {sequence_2, 8'b00001000};
                3'b100: sequence_3 <= {sequence_2, 8'b00010000};
                3'b101: sequence_3 <= {sequence_2, 8'b00100000};
                3'b110: sequence_3 <= {sequence_2, 8'b01000000};
                3'b111: sequence_3 <= {sequence_2, 8'b10000000};
            endcase
            case(random[11:9])
                3'b000: sequence_4 <= {sequence_3, 8'b00000001};
                3'b001: sequence_4 <= {sequence_3, 8'b00000010};
                3'b010: sequence_4 <= {sequence_3, 8'b00000100};
                3'b011: sequence_4 <= {sequence_3, 8'b00001000};
                3'b100: sequence_4 <= {sequence_3, 8'b00010000};
                3'b101: sequence_4 <= {sequence_3, 8'b00100000};
                3'b110: sequence_4 <= {sequence_3, 8'b01000000};
                3'b111: sequence_4 <= {sequence_3, 8'b10000000};
            endcase
            case(random[14:12])
                3'b000: sequence_5 <= {sequence_4, 8'b00000001};
                3'b001: sequence_5 <= {sequence_4, 8'b00000010};
                3'b010: sequence_5 <= {sequence_4, 8'b00000100};
                3'b011: sequence_5 <= {sequence_4, 8'b00001000};
                3'b100: sequence_5 <= {sequence_4, 8'b00010000};
                3'b101: sequence_5 <= {sequence_4, 8'b00100000};
                3'b110: sequence_5 <= {sequence_4, 8'b01000000};
                3'b111: sequence_5 <= {sequence_4, 8'b10000000};
            endcase   
        end
    end
    reg stall;
    reg regen;
    reg win_counter;
    reg win_enable;
    always @(posedge clk_100M) begin
        case(level)
            3'b001: seg = 7'b1001111;  
            3'b010: seg = 7'b0010010;  
            3'b011: seg = 7'b0000110;  
            3'b100: seg = 7'b1001100;  
            3'b101: seg = 7'b0100100;  
            3'b110: seg = 7'b0100000;  
        endcase
        an <= 4'b1110;
        if (enable1 == 1) begin
            pause_counter <= pause_counter + 1;
            if (pause_counter == 59999994) begin
                pause_counter <= 0;
                enable <= 0;
                enable1 <= 0;
                led <= 16'b0;
            end
        end  
        if (enable2 == 1) begin
            pause_counter <= pause_counter + 1;
            if (pause_counter == 59999994) begin
                led <= sequence_2[7:0];
                sound_sel <= sequence_2[7:0];
                enable <= 1;
            end
            if (pause_counter == 119999988) begin
                pause_counter <= 0;
                enable <= 0;
                enable2 <= 0;
                led <= 16'b0;
            end
        end
        if (enable3 == 1) begin
            pause_counter <= pause_counter + 1;
            if (pause_counter == 59999994) begin
                led <= sequence_2[7:0];
                sound_sel <= sequence_2[7:0];
            end
            if (pause_counter == 119999988) begin
                led <= sequence_3[7:0];
                sound_sel <= sequence_3[7:0];
                enable <= 1;
            end
            if (pause_counter == 179999982) begin
                pause_counter <= 0;
                enable <= 0;
                enable3 <= 0;
                led <= 16'b0;
            end
        end
        if (enable4 == 1) begin
            pause_counter <= pause_counter + 1;
            if (pause_counter == 59999994) begin
                led <= sequence_2[7:0];
                sound_sel <= sequence_2[7:0];
            end
            if (pause_counter == 119999988) begin
                led <= sequence_3[7:0];
                sound_sel <= sequence_3[7:0];
            end
            if (pause_counter == 179999982) begin
                led <= sequence_4[7:0];
                sound_sel <= sequence_4[7:0];
                enable <= 1;
            end
            if (pause_counter == 239999976) begin
                pause_counter <= 0;
                enable <= 0;
                enable4 <= 0;
                led <= 16'b0;
            end
        end
        if (enable5 == 1) begin
            pause_counter <= pause_counter + 1;
            if (pause_counter == 59999994) begin
                led <= sequence_2[7:0];
                sound_sel <= sequence_2[7:0];
            end
            if (pause_counter == 119999988) begin
                led <= sequence_3[7:0];
                sound_sel <= sequence_3[7:0];
            end
            if (pause_counter == 179999982) begin
                led <= sequence_4[7:0];
                sound_sel <= sequence_4[7:0];
            end
            if (pause_counter == 239999976) begin
                led <= sequence_5[7:0];
                sound_sel <= sequence_5[7:0];
                enable <= 1;
            end
            if (pause_counter == 299999970) begin
                pause_counter <= 0;
                enable <= 0;
                enable5 <= 0;
                led <= 16'b0;
            end
        end
        if (win_enable) begin
            win_counter <= win_counter + 1;
            if (win_counter == 119999988) begin
                win_counter <= 0;
                win_enable <= 0;
                led <= 16'b0;
                level <= 1;
            end
        end
        if (bld_clean) begin
            case(level)
            3'b001: in_sw1 <= sw;
            3'b010: bld_cnt <= bld_cnt + 1;
            3'b011: bld_cnt <= bld_cnt + 1;
            3'b100: bld_cnt <= bld_cnt + 1;
            3'b101: bld_cnt <= bld_cnt + 1;
            endcase
        end
        if (entr_clean || rst_clean) begin
            bld_cnt <= 1;
            case(level)
            3'b001: begin
                regen <= 0;
                if (!rst_clean) begin
                    sound_sel <= sequence_1;
                    led <= sequence_1;
                    enable <= 1;    
                    enable1 <= 1; 
                end         
                if (in_sw1 == sequence_1) begin
                    level <= level + 1;
                    stall <= 1;
                end 
                else begin
                    level <= 1;
                end
                if (rst_clean) begin
                    level <= 1;
                end
            end
            3'b010: begin
                if (!rst_clean) begin
                    sound_sel <= sequence_1;
                    led <= sequence_1;
                    enable <= 1;
                    enable2 <= 1;
                end
                if (in_sw2 == {sequence_2[7:0], sequence_1}) begin
                    level <= level + 1;
                end 
                if (rst_clean) begin
                    level <= 1;
                end
            end
            3'b011: begin
                if (!rst_clean) begin
                    sound_sel <= sequence_1;
                    led <= sequence_1;
                    enable <= 1;
                    enable3 <= 1;
                end
                if (in_sw3 == {sequence_3[7:0], sequence_2[7:0], sequence_1}) begin
                    level <= level + 1;
                end 
                if (rst_clean) begin
                    level <= 1;
                end
            end
            3'b100: begin
                if (!rst_clean) begin
                    sound_sel <= sequence_1;
                    led <= sequence_1;
                    enable <= 1;
                    enable4 <= 1;
                end
                if (in_sw4 == {sequence_4[7:0], sequence_3[7:0], sequence_2[7:0], sequence_1}) begin
                    level <= level + 1;
                end
                if (rst_clean) begin
                    level <= 1;
                end
            end
            3'b101: begin
                if (in_sw5 == {sequence_5[7:0], sequence_4[7:0], sequence_3[7:0], sequence_2[7:0], sequence_1}) begin
                    led <= 16'b1111111111111111;
                    win_enable <= 1;
                end
                else begin
                    sound_sel <= sequence_1;
                    led <= sequence_1;
                    enable <= 1;
                    enable5 <= 1;
                end
            end
            endcase
        end
    end
    always@ (posedge clk_100M) begin
        case (bld_cnt)
            4'b0001: begin
                in_sw2[7:0] <= sw;
                in_sw3[7:0] <= sw;
                in_sw4[7:0] <= sw;
                in_sw5[7:0] <= sw;
            end
            4'b0011: begin
                in_sw2[15:8] <= sw;
                in_sw3[15:8] <= sw;
                in_sw4[15:8] <= sw;
                in_sw5[15:8] <= sw;
            end
            4'b0101: begin 
                in_sw3[23:16] <= sw;
                in_sw4[23:16] <= sw;
                in_sw5[23:16] <= sw;
            end
            4'b0111: begin
                in_sw4[31:24] <= sw;
                in_sw5[31:24] <= sw;
            end
            4'b1001: begin
                in_sw5[39:32] <= sw;
            end
        endcase 
    end
    delay_chk d0(clk_100M, counter, rst, db0);
    delay_chk d2(clk_100M, counter, db0, chk1);
    delay_chk d3(clk_100M, counter, chk1, chk2);
    assign rst_clean = chk1 & ~chk2;
    delay_chk d4(clk_100M, counter, str, db1);
    delay_chk d5(clk_100M, counter, db1, chk3);
    delay_chk d6(clk_100M, counter, chk3, chk4);
    assign str_clean = chk3 & ~chk4;    
    delay_chk d7(clk_100M, counter, entr, db2);
    delay_chk d8(clk_100M, counter, db2, chk5);
    delay_chk d9(clk_100M, counter, chk5, chk6);
    assign entr_clean = chk5 & ~chk6; 
    delay_chk d10(clk_100M, counter, bld, db3);
    delay_chk d11(clk_100M, counter, db3, chk7);
    delay_chk d12(clk_100M, counter, chk7, chk8);
    assign bld_clean = chk7 & ~chk8; 
    fpgaudio_oscillator fo0(clk_100M, sound_sel, enable , out);
endmodule
module delay_chk (input D_clock, slow_clk, D, output reg Q=0);
    always@(posedge D_clock) begin
        if (slow_clk == 1)
            Q <= D;
    end
endmodule
module fpgaudio_oscillator(
  input wire clk,
  input wire [7:0] sound_sel,
  input wire enable,
  output wire out
);
    reg [7:0] track;
    reg [7:0] midi;
    wire [6:0] small_midi;
    wire [31:0] cursor0;
    assign small_midi = midi[6:0];
    reg [383:0] octave;
    always@ (posedge clk) begin
        midi <= {track[cursor0+7],track[cursor0+6],track[cursor0+5],track[cursor0+4],track[cursor0+3],track[cursor0+2],track[cursor0+1],track[cursor0+0]};
        case(sound_sel)
        8'b00000001: begin
            track <= 8'h40;
            octave <= 384'h00278bd90029e5d8002c63a3002f075a0031d3400034c9b80037ed49003b40a2003ec69c00428237004676a6004aa748;
        end
        8'b00000010: begin
            track <= 8'h42;
            octave <= 384'h00278bd90029e5d8002c63a3002f075a0031d3400034c9b80037ed49003b40a2003ec69c00428237004676a6004aa748;
        end   
        8'b00000100: begin
            track <= 8'h44;
            octave <= 384'h00278bd90029e5d8002c63a3002f075a0031d3400034c9b80037ed49003b40a2003ec69c00428237004676a6004aa748;
        end     
        8'b00001000: begin
            track <= 8'h46;
            octave <= 384'h00278bd90029e5d8002c63a3002f075a0031d3400034c9b80037ed49003b40a2003ec69c00428237004676a6004aa748;
        end
        8'b00010000: begin
            track <= 8'h48;
            octave <= 384'h00278bd90029e5d8002c63a3002f075a0031d3400034c9b80037ed49003b40a2003ec69c00428237004676a6004aa748;
        end
        8'b00100000: begin
            track <= 8'h4A;
            octave <= 384'h00278bd90029e5d8002c63a3002f075a0031d3400034c9b80037ed49003b40a2003ec69c00428237004676a6004aa748;
        end 
        8'b01000000: begin
            track <= 8'h4C;
            octave <= 384'h00278bd90029e5d8002c63a3002f075a0031d3400034c9b80037ed49003b40a2003ec69c00428237004676a6004aa748;
        end
        8'b10000000: begin
            track <= 8'h4E;
            octave <= 384'h00278bd90029e5d8002c63a3002f075a0031d3400034c9b80037ed49003b40a2003ec69c00428237004676a6004aa748;
        end                                       
        endcase
    end
    wire [8:0] i = (small_midi % 12) << 5;
    wire [31:0] base_period = {octave[i+31],octave[i+30],octave[i+29],octave[i+28],octave[i+27],octave[i+26],octave[i+25],octave[i+24],octave[i+23],octave[i+22],octave[i+21],octave[i+20],octave[i+19],octave[i+18],octave[i+17],octave[i+16],octave[i+15],octave[i+14],octave[i+13],octave[i+12],octave[i+11],octave[i+10],octave[i+9],octave[i+8],octave[i+7],octave[i+6],octave[i+5],octave[i+4],octave[i+3],octave[i+2],octave[i+1],octave[i+0]};
    wire [31:0] period = base_period >> (small_midi / 12);
    wire [15:0] internal_out;
    fpgaudio_divider fd_midi(clk, period, internal_out);
    assign out = enable ? internal_out : 1'b0;
endmodule
module fpgaudio_divider(
  input wire clk,
  input wire [31:0] period_t,
  output reg dclk
);
integer t = 0;
always @(posedge clk) begin
  t = t + 1;
  if (t >= period_t) begin
    t = 0;
    dclk = ~dclk;
  end
end
endmodule
```
**flow/run.sh**
```bash
#!/bin/bash
# OpenROAD 26Q1-2900-gdf79404cd8, Yosys 0.63+post, stock flow scripts
make -C /OpenROAD-flow-scripts/flow DESIGN_CONFIG=/design/flow/config.mk WORK_HOME=/design/flow/orfs finish
```
**flow/config.mk**
```make
export PLATFORM = sky130hd
export DESIGN_NAME = memory
export DESIGN_NICKNAME = memory
export VERILOG_FILES = /design/flow/design.v
export SDC_FILE = /design/flow/constraint.sdc
export NUM_CORES = 4
export LEC_CHECK = 1
export CORE_UTILIZATION = 30
```
**flow/constraint.sdc**
```tcl
current_design memory

set clk_period 8.0
set clk_io_pct 0.2

create_clock -name clk0 -period $clk_period [get_ports {clk_100M}]

set non_clock_inputs [all_inputs -no_clocks]
set_input_delay [expr $clk_period * $clk_io_pct] -clock clk0 $non_clock_inputs
set_output_delay [expr $clk_period * $clk_io_pct] -clock clk0 [all_outputs]
```
==> changes_impl.md <==
### Physical design

* Clock root cell: clkbuf_16
* Critical path type: reg2reg
* Gr ovfl total at 0
* Storage element area at 5420 um2
* Crit path DRT at 8.32 ns
* Syn avg cell area at approximately 11 um2
* I/O pin cnt at 45
* Die height at 181 um
* DR WL/cell at 15.5 um
* Worst path slowest cell: or4_4
* Routed vias at 6568
* Final period util at slightly above 40%
* Comb pwr share at 0.6%
* Reg clk slew, reported paths at 0.07 ns
* Drc violations at 0
* Clk sinks at approximately 200
* Clock buffer depth at 2
* Slew headroom at 35.9%
* Leak at 3.94 nW
* RSZ-0062 raised after global routing: no
* Pre-Repair DR Iteration Count at 7
* Cell taking the most area after synthesis: edfxtp_1
* Antenna-violating nets left at 0
* Total Routing Usage GR at between 10% and 20%
* Delay-heaviest family, CP: simple AND/OR/NAND/NOR gates
* Die W at 181 um
* Status: finished clean
* Slew Viols, Final at 0
* Worst Clk Skew at between 0.01 and 0.015 ns
* Top cells by area: edfxtp_1 44%, dfxtp_1 12%, xor2_1 7.1%
* Hold_buf cts at 0
* MI comb area at slightly below 4000 um2
* Fin crit period at 3.25 ns
* Hold WC Path Type: reg2reg
* Sw Pwr at 0.000411 W
* Post-synth EDFFs at ~140
* Achievable frequency at ~300 MHz
* Setup Viol. Count Final at 0
* Vias per inst at 4.89
* CP cell instances: inv_1 > ha_1 > or4bb_1 > or4_4 > or3_1 > a31oi_4 > and3b_1 > a21o_1
* Max IR drop VDD at 0.157 mV
* HPWL after DPL at 15600 um
* Endpoint type of the worst setup path: flop
* Ys async rst share at 0%
* Core area at roughly 32000 um2
* Slew @ Worst Pin at 0.951 ns
* Max_cap viols at 0
* Initial Util at 30.5%
* CP peak stage delay at around 0.57 ns
* Initial antenna violation count at 1
* #FFs+latches synth at 200
* Post_cts resized at 0
* Top-area cell share at 43.9%
* Global-route wire length before repair at 33100 um
* Initial DRC count at 468
* CP Max Fanout at 8
* Cell Int Power at 0.00161 W
* CTS tree: done
* Pwr dens at 182 nW/um2
* Total wire length at 20900 um
* TritonCTS Buffers at 17
* Bufs and invs on worst path at 1
* Vias in the first global route at 6277
* Yosys warning count at 49
* Cells after DPL at 1309
* Fin. Hold Viols at 0
* P&R area growth vs syn at 15.3%
* Main flop type: edfxtp_1
* Ys cells at a little under 900
* Synthesized area at 9630 um2
* IO Port Bufs at 36
* Seq/Total Area, Yosys at a little under three fifths
* Clock latency (worst-skew pair) at ~0.43 ns
* Cell Type Count at between 50 and 60
* Sequential share of power at 54.3%
* Synth Instances at 885
* Row count at 65
* RePlAce Congestion at ~0.96
* Die ar. at 32800 um2
* Setup TNS at 0 ns
* Layout cells sized above 1 at under 10%
* Worst EP arrival at 3.57 ns
* H-tree depth at 4
* Filler instances at 3034
* Layout Cells excl Fill at 1342
* Clock power frac at between 40 and 50%
* Post-synth area from yosys stat at 9630 um2
* Pin count of the biggest net entering global routing at 41
* Switching part of the total at 20.3%
* Postcts setup bufs at 0
* Log Warnings at 32
* CP Launch Type: flop
-- power by group through the flow --
| stage | sequential, W | clock [W] | combinational, W |
|---|---|---|---|
| 4_1_cts | 0.00110 | 0.000936 | 0.0000135 |
| 6_report | 0.00110 | 0.000911 | 0.0000130 |
| 5_1_grt | 0.00110 | 0.000968 | 0.0000141 |
-- through the flow --
step	hold WS, ns	setup WS (ns)	util, %	power, W	instance area [um2]
floorplan	0.357	4.30	-	0.00113	9650
global placement	0.369	4.77	33.2	0.00114	10500
detailed placement	0.369	4.76	33.2	0.00114	10500
CTS	0.386	4.74	35.2	0.00205	11100
global route	0.416	4.54	35.2	0.00208	11100
finish	0.382	4.75	35.2	0.00202	11100
-- final timing paths --
kind	from	end	slack (ns)	cells past startpoint
setup reg to reg	pause_counter[0]$_DFFE_PP_	led[8]$_DFF_P_	4.75	8
hold reg to reg	fo0.fd_midi.dclk$_DFF_P_	fo0.fd_midi.dclk$_DFF_P_	0.38	1
hold / removal	fo0.fd_midi.dclk$_DFF_P_	fo0.fd_midi.dclk$_DFF_P_	0.38	1
setup / recovery	pause_counter[0]$_DFFE_PP_	led[8]$_DFF_P_	4.75	8
-- logic make-up (layout without fill, tap and decap cells) --
group | Yosys count | count (layout) | share of synthesized area, %
flops | 200 | 200 | 56.2
fa+ha+maj | 12 | 12 | 1.56
simple gates | 383 | 383 | 20.4
compound gates | 91 | 91 | 6.31
buf+inv | 63 | 112 | 3.16
xor+xnor | 127 | 127 | 11.5
mux | 7 | 7 | 0.727
other cells | 2 | 8 | 0.0780
-- placed cells by master (no fill, tap or decap), drive strengths merged, types with 12 or more instances in the layout --
cell           instances
ha                    12
buf                   17
a21oi                 16
edfxtp               141
inv                   35
nor3                  19
clkdlybuf4s50         36
o21ai                 29
nor4                  30
nor2                 126
dfxtp                 59
and3                  12
xor2                  78
nand2                 64
clkbuf                17
nand3                 39
nand4                 23
xnor2                 49
-- Yosys cell counts (all sizes together), types with 5 or more instances --
| library cell | instances |
|---|---|
| edfxtp | 141 |
| nor2 | 126 |
| xor2 | 78 |
| nand2 | 64 |
| dfxtp | 59 |
| xnor2 | 49 |
| nand3 | 39 |
| nor4 | 30 |
| o21ai | 29 |
| inv | 27 |
| buf | 23 |
| nand4 | 23 |
| nor3 | 19 |
| a21oi | 16 |
| clkbuf | 13 |
| and3 | 12 |
| ha | 12 |
| a21o | 11 |
| nor2b | 9 |
| nor4b | 9 |
| nor3b | 8 |
| mux2i | 7 |
| nand2b | 7 |
| a211oi | 5 |
| nor4bb | 5 |
| or3 | 5 |
| or4 | 5 |
-- worst register-to-register path, cell delays in order, from the launching register on --
cell	delay (ns)
edfxtp_1	0.45
inv_1	0.11
ha_1	0.14
or4bb_1	0.50
or4_4	0.57
or3_1	0.56
a31oi_4	0.31
and3b_1	0.30
a21o_1	0.20
-- sequential cells by signal (all words and copies together) (netlist names), 3 cells and up --
name	flops
sequence_2	8
in_sw1	8
seg	6
counter	32
in_sw4	8
pause_counter	32
level	3
led	16
sequence_3	8
sequence_1	8
in_sw5	24
sequence_4	8
in_sw3	8
sequence_5	8
bld_cnt	4
-- cell type report --
cell class / instances / share of cell area [%]
clock buffer: 17 / 3.83
sequential: 200 / 48.8
timing repair buffer: 53 / 4.39
multi-input combinational: 627 / 35.7
clock inverter: 15 / 1.87
tap: 402 / 4.53
inverter: 27 / 0.912
antenna: 1 / 0.0225
-- routing by layer --
metal	wire length, um	vias to the layer above	track usage [%]
met2	10000	214	21.5
li1	-	3255	-
met1	8590	3080	17.3
met4	277	0	1.80
met3	1970	19	5.97
met5	0	-	0
Power figures rest on the tool's default switching activity, not on a simulated workload.
